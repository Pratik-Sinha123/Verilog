[./design.v]
module register_file (
    input wire clk,
    input wire [2:0] read_reg1,
    input wire [2:0] read_reg2,
    input wire [2:0] write_reg,
    input wire [15:0] write_data,
    input wire reg_write,
    output wire [15:0] read_data1,
    output wire [15:0] read_data2
);
    reg [15:0] registers [7:0];
    assign read_data1 = registers[read_reg1];
    assign read_data2 = registers[read_reg2];
    always @(posedge clk)
      begin
        if (reg_write) 
          begin
            registers[write_reg] <= write_data;
          end
     end
endmodule
module alu (
    input wire [15:0] a,
    input wire [15:0] b,
    input wire [3:0] alu_control,
    output reg [15:0] result
);
    always @(*) 
      begin
        case (alu_control)
            4'b0001: result = a + b;     
            4'b0010: result = a - b;     
            4'b0011: result = a & b;     
            4'b0100: result = a | b;     
            4'b0101: result = a ^ b;     
            4'b0110: result = ~a;        
            default: result = 16'b0;
        endcase
    end
endmodule
module control_unit (
    input wire [3:0] opcode,
    output reg reg_write,
    output reg [3:0] alu_control,
    output reg mem_read,
    output reg mem_write
);
    always @(*) 
      begin
        reg_write = 0;
        alu_control = 4'b0000;
        mem_read = 0;
        mem_write = 0;
        case (opcode)
            4'b0001: begin  
                reg_write = 1;
                alu_control = 4'b0001;  
            end
            4'b0010: begin  
                reg_write = 1;
                alu_control = 4'b0010;  
            end
            4'b0011: begin  
                reg_write = 1;
                alu_control = 4'b0011;  
            end
            4'b0100: begin  
                reg_write = 1;
                alu_control = 4'b0100;  
            end
            4'b0101: begin  
                reg_write = 1;
                alu_control = 4'b0101;  
            end
            4'b0110: begin  
                reg_write = 1;
                alu_control = 4'b0110;  
            end
            4'b0111: begin  
                reg_write = 1;
                alu_control = 4'b0000;  
                mem_read = 1;  
            end
            4'b1000: begin  
                reg_write = 0;
                alu_control = 4'b0000;  
                mem_write = 1;  
            end
            default: begin
                reg_write = 0;
                alu_control = 4'b0000;  
            end
        endcase
       end
endmodule
module processor (
    input wire clk,
    input wire [15:0] instruction,
    output wire [15:0] result,
    output wire mem_read,
    output wire mem_write
);
    wire [2:0] read_reg1, read_reg2, write_reg;
    wire [15:0] read_data1, read_data2, write_data;
    wire reg_write;
    wire [3:0] alu_control;
    assign read_reg1 = instruction[11:9];
    assign read_reg2 = instruction[8:6];
    assign write_reg = instruction[5:3];
    register_file rf (
        .clk(clk),
        .read_reg1(read_reg1),
        .read_reg2(read_reg2),
        .write_reg(write_reg),
        .write_data(write_data),
        .reg_write(reg_write),
        .read_data1(read_data1),
        .read_data2(read_data2)
    );
    alu my_alu (
        .a(read_data1),
        .b(read_data2),
        .alu_control(alu_control),
        .result(result)
    );
    control_unit cu (
        .opcode(instruction[15:12]),
        .reg_write(reg_write),
        .alu_control(alu_control),
        .mem_read(mem_read),
        .mem_write(mem_write)
    );
      assign write_data = result;
endmodule
[./run.sh]
#!/bin/bash
# OpenROAD 26Q1-2900-gdf79404cd8, Yosys 0.63+post, stock flow scripts
make -C /OpenROAD-flow-scripts/flow DESIGN_CONFIG=/design/flow/config.mk WORK_HOME=/design/flow/orfs finish
[./config.mk]
export PLATFORM = sky130hd
export DESIGN_NAME = processor
export DESIGN_NICKNAME = processor
export VERILOG_FILES = /design/flow/design.v
export SDC_FILE = /design/flow/constraint.sdc
export NUM_CORES = 4
export LEC_CHECK = 1
export CORE_UTILIZATION = 40
[./constraint.sdc]
current_design processor

set clk_period 12.5
set clk_io_pct 0.2

create_clock -name clk0 -period $clk_period [get_ports {clk}]

set non_clock_inputs [all_inputs -no_clocks]
set_input_delay [expr $clk_period * $clk_io_pct] -clock clk0 $non_clock_inputs
set_output_delay [expr $clk_period * $clk_io_pct] -clock clk0 [all_outputs]
==> qor.json <==
{
  "arrival_time_at_the_worst_endpoint_ns": 8.24,
  "maxClockFrequency_mhz": 93.2,
  "die_width_um": 142,
  "post-route-drc-count": 0,
  "overflow": 0,
  "share_comb_of_total_power_pct": 18.3,
  "floorplanUtilization_pct": 41.4,
  "max_cap_viol_count": 0,
  "core.rowCount": 50,
  "antennaDiodeCount": 0,
  "ir_worst_vdd_mv": 0.117,
  "power.total_mw": 1.29,
  "grt_util_all_layers_pct": 20.4,
  "tns_ns": 0,
  "p_clk_share_pct": 42.9,
  "synthDistinctLibCells": 50,
  "yosys-top-cells-area": "edfxtp_1 49%, mux4_2 16%, ha_1 7.7%",
  "total_leakage_power_nw": 3.31,
  "design.core.area_um2": 19000,
  "global_route_wire_length_before_repair_um": 28800,
  "postRouteAntennaNets": 0,
  "netSwitchingPower_mw": 0.316,
  "htree_levels": 4,
  "first_global_vias": 5305,
  "drt-pass1-iter-count": 4,
  "setup_viol_count_final": 0,
  "filler_instances": 1576,
  "ranking_of_synthesized_cells_by_instance_count": "128 x edfxtp_1, 57 x mux4_2, 48 x ha_1",
  "netlist.area_leader.share_pct": 49.0,
  "port-buffer-count": 31,
  "cts.path.max_buffers": 2,
  "worst_slew_pin_slew_ns": 0.933,
  "synthFlopType": "edfxtp_1",
  "critical_path.endpoint_type": "primary output",
  "p_per_area_nw_per_um2": 141,
  "tritoncts": "done",
  "final.hold.worst_slack_ns": 1.27,
  "critical_path_peak_fanout": 18,
  "report.final.hold_viol_count": 0,
  "synth_stat.cells": 551,
  "dp_hpwl_um": 11900,
  "routedWlPerCell_um": 20.7,
  "grt_max_degree": 33,
  "yosysChipArea_um2": 7840,
  "area.growth.synth_to_final_pct": 16.5,
  "worst_min_delay_path_category": "reg -> reg",
  "clk-insertion-delay-late_ns": 0.41,
  "run_status": "finished, final reports clean",
  "gpl.final_weighted_congestion": 0.906,
  "routed_via_density": 5.69,
  "antenna_found_initial": 0,
  "routed_wl_um": 17800,
  "intPower_mw": 0.977,
  "numCtsBuffers": 17,
  "slew_headroom_pct": 37.2,
  "post_route_cells_drive_above_1_share_pct": 24.0,
  "drt-initial-drc-count": 307,
  "fin_worst_skew_ns": 0.00489,
  "post_syn_area_per_cell_um2": 14.2,
  "clock_slew_at_reported_path_ffs_ns": 0.06,
  "postPlaceCellArea_um2": 8470,
  "syn_area_um2": 7840,
  "path_class": "in -> out",
  "synth_top_cell_by_area": "edfxtp_1",
  "enable_flop_cells": 128,
  "required_time_of_the_worst_setup_path_ns": 10.00,
  "num_io_pins": 35,
  "yosys_warnings": 3,
  "numClockSinks": 128,
  "grt_setup_unrepaired": "false",
  "largest_reg_flops": 128,
  "synthesis.instances": 551,
  "yosys.stat.seqShare_pct": 49.0,
  "layout_top_registers": "rf.registers (128)",
  "min_period_over_period_pct": 85.9,
  "critPathLaunchType": "input port",
  "register_bank_with_the_most_flops": "rf.registers",
  "post_cts_setup_buffers": 0,
  "warnings": 45,
  "switching_fraction_of_total_power_pct": 24.4,
  "fp.dieH_um": 142,
  "clock-root-buffer": "clkbuf_16",
  "final.min_clock_period_ns": 10.74,
  "ys_async_sr_fraction_pct": 0,
  "final_max_tran_viols": 0,
  "power.share.sequential_pct": 38.8,
  "holdBufCountCts": 0,
  "synth.most_common_cell": "edfxtp_1",
  "cts.repair.resized": 0,
  "layout.cell_area.non_filler_um2": 9140,
  "ys_ff": 128,
  "die_footprint_um2": 20200,
  "vias": 4889,
  "postLayoutCoreUtil_pct": 48.2
}
through the flow:
stage / setup WS (ns) / cells
floorplan: 3.80 / 551
global placement: 1.79 / 827
detailed placement: 1.74 / 827
CTS: 1.69 / 859
global route: 1.25 / 859
finish: 1.76 / 859
per-layer routing:
metal	global-route usage, %	routed length [um]	vias to the layer above
met5	1.75	41	-
met4	2.94	256	2
met3	10.0	1710	19
met2	31.5	8640	185
met1	27.8	7170	2428
li1	-	-	2255
layout make-up:
cell class | count | area, um^2 | area share [%]
timing repair buffer | 46 | 408 | 4.46
inverter | 37 | 139 | 1.52
tap | 260 | 325 | 3.56
clock buffer | 18 | 429 | 4.70
multi-input combinational | 356 | 3760 | 41.1
sequential | 128 | 3840 | 42.1
clock inverter | 14 | 236 | 2.59
kinds of logic after synthesis:
group | share of synthesized area [%]
fa+ha+maj | 7.91
xor+xnor | 3.13
mux | 22.4
simple gates | 6.06
flops | 49.0
compound gates | 8.04
buf+inv | 3.45
cells in the final DEF (no fill, tap or decap), types with 4 or more instances in the layout:
cell type,synthesis,layout
mux4_2,57,57
buf_4,1,15
nand2_1,19,19
bufinv_16,0,6
clkdlybuf4s50_1,0,28
o211ai_1,4,4
clkbuf_16,0,17
mux2i_1,17,17
o21a_1,5,5
xnor2_1,19,19
nor2b_1,6,6
o221ai_1,14,14
mux2_2,21,21
inv_2,5,5
xor2_1,9,9
nor3_1,8,7
a31oi_1,5,5
a221oi_1,15,15
edfxtp_1,128,128
o21ai_0,11,11
a21oi_1,15,15
ha_1,48,48
and3_1,6,6
inv_1,32,32
nor2_1,33,32
worst paths after layout:
| check | start | end | slack (ns) | cells past startpoint |
|---|---|---|---|---|
| setup / recovery | instruction[7] | result[11] | 1.76 | 17 |
| hold / removal | rf.registers[0][1]$_DFFE_PP_ | rf.registers[5][1]$_DFFE_PP_ | 1.27 | 4 |
| setup reg to reg | rf.registers[4][0]$_DFFE_PP_ | rf.registers[3][11]$_DFFE_PP_ | 7.61 | 14 |
| hold reg to reg | rf.registers[0][1]$_DFFE_PP_ | rf.registers[5][1]$_DFFE_PP_ | 1.27 | 4 |
worst max-delay path, cell delays in order:
cell and delay [ns]:
buf_2 0.45, buf_4 0.39, mux4_2 0.54, mux2_2 0.33, inv_1 0.10, ha_1 0.23
o21ai_0 0.34, ha_1 0.29, nor2b_1 0.14, o31ai_1 0.41, a21oi_1 0.17, o41ai_1 0.68
o21bai_1 0.14, a21oi_1 0.20, xor2_1 0.10, o221ai_1 0.60, clkdlybuf4s50_1 0.60
power groups by stage:
stage / Combinational [mW] / Clock, mW / Sequential [mW]
CTS: 0.239 / 0.565 / 0.502
global route: 0.266 / 0.581 / 0.503
finish: 0.237 / 0.554 / 0.502
Power and IR drop assume default switching activity.
